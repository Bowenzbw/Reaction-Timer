`./config.mk`:
```
export PLATFORM = sky130hd
export DESIGN_NAME = counterRandom
export DESIGN_NICKNAME = counterRandom
export VERILOG_FILES = /design/flow/design.v
export SDC_FILE = /design/flow/constraint.sdc
export NUM_CORES = 4
export LEC_CHECK = 1
export CORE_AREA = 10 10 110 110
export DIE_AREA = 0 0 120 120
```
`./constraint.sdc`:
```
current_design counterRandom

set clk_period 6.7
set clk_io_pct 0.2

create_clock -name clk0 -period $clk_period [get_ports {clk}]

set non_clock_inputs [all_inputs -no_clocks]
set_input_delay [expr $clk_period * $clk_io_pct] -clock clk0 $non_clock_inputs
set_output_delay [expr $clk_period * $clk_io_pct] -clock clk0 [all_outputs]
```
`./design.v`:
```
`timescale 1ns / 1ps
module counterRandom(  
    input clk,
    input [2:0] fState,
    input pushButton1,
    output reg [11:0] counter_321,
    output reg [12:0] randomTime
    );
    reg [12:0] counter = 13'd2000;
    always @(posedge clk) begin
        if (fState == 3'b000) begin  
            counter_321 <= 12'b1011_1011_1000;
        end
        else if (fState == 3'b001 & counter_321 > 12'b0) begin  
            counter_321 <= counter_321 - 1'b1;
        end 
    end
    always @(posedge clk) begin
        counter <= counter + 1;  
        if (counter == 13'd5000) begin  
            counter <= 13'd2000;
        end
        if (pushButton1 == 1) begin  
            randomTime <= counter;
        end
        if (fState == 3'b001 & counter_321 < 12'b11 & randomTime > 13'b0) begin  
            randomTime <= randomTime - 1'b1;
        end
    end
endmodule
```
`./run.sh`:
```
#!/bin/bash
# OpenROAD 26Q1-2900-gdf79404cd8, Yosys 0.63+post, stock flow scripts
make -C /OpenROAD-flow-scripts/flow DESIGN_CONFIG=/design/flow/config.mk WORK_HOME=/design/flow/orfs finish
```
==> reports/metrics.sh <==
RESULT_OF_THE_RUN='completed'
PATH_CLK_SLEW_NS=0.07
CLOCK_LATENCY_NS=0.28
CTS.HTREE.LEVELS=2
FINAL_LAYOUT_TOP_LOGIC_CELL='sky130_fd_sc_hd__clkdlybuf4s50_1'
TOTAL_CELL_AREA_REPORTED_BY_YOSYS_AFTER_SYNTHESIS_UM2=2020
POST-CTS-SETUP-BUFFER-COUNT=0
CRIT-REG2REG-LAUNCH='counter_321[2]'
TRACK_USAGE_PCT=6.46
NUMBER_OF_BUFFERS_INSERTED_BY_HOLD_REPAIR_AT_CTS=0
R2R_SLACK_NS=4.16
WORST_HOLD_STARTPOINT='counter[0]'
DRT_ITER0_MARKERS=71
WARNING_COUNT=29
CHIP_AREA_UM2=14400
MAX_FREQ_MHz=272
CRITICAL_PATH_PEAK_FANOUT=14
PLACE_WORST_SETUP_SLACK_NS=2.74
FINAL_LAYOUT_TOP_LOGIC_CELLS='sky130_fd_sc_hd__clkdlybuf4s50_1 (29), sky130_fd_sc_hd__dfxtp_1 (25), sky130_fd_sc_hd__nor2_1 (16), sky130_fd_sc_hd__nand2_1 (14)'
INITIAL_UTILIZATION_PCT=20.6
DRT-PASS1-ITER-COUNT=4
TNS_NS=0
PLACEMENT.CELL_AREA_UM2=2480
ANTENNADIODECOUNT=0
DRT-WIRELENGTH-PER-CELL_UM=12.5
RSZ0062_AT_GRT='false'
STARTPOINT_CLASS='input pin'
YOSYSSEQAREASHARE_PCT=44.1
WORST_PIN_SLEW_NS=0.920
FINAL.MIN_CLOCK_PERIOD_NS=3.67
GLOBALROUTE.TOTALOVERFLOW=0
GP_ROUTABILITY_CONGESTION=0.900
DIE_W_UM=120
DESIGN_POWER_TOTAL_mW=0.498
NETLIST_INSTANCES=191
SYNTHDISTINCTLIBCELLS=39
FF2FF_PATH_DEPTH=5
FINAL_CELL_AREA_UM2=2570
CRIT_ARRIVAL_NS=3.64
MAX_CAP_VIOLATIONS=0
TRITONCTS='done'
PLACE_HPWL_MM=3.50
FINAL_ANTENNA_NET_COUNT=0
POST_SYNTH.CELL_AREA_AVG_UM2=10.6
FILLCELLCOUNT=1021
YOSYS_WARNINGS=1
CLOCK_SKEW_NS=0.00401
AREA_GROWTH_SYN_TO_LAYOUT_PCT=27.5
CTS.PATH.MAX_BUFFERS=2
HOLD_VIOL_FINAL=0
HP_CLASS='register to register'
WIRELENGTH_MM=4.52
WHS_ENDPOINT='counter[0]'
CRITICAL_PATH_REQUIRED_NS=6.66
PLACEABLECOREAREA_UM2=9770
SYNTHESIS.AREA_UM2=2020
CRITICAL_PATH_CLASS='input pin to register'
WORST_HOLD_PATH.NUM_CELLS=1
FLOORPLAN.ROWS=36
FINAL_CORE_UTILIZATION_PCT=26.3
FINISH.CELL_COUNT_WITHOUT_FILLERS=362
P_LEAK_nW=0.933
GRT_MAX_DEGREE=15
IOS=30
SLEW_HEADROOM_PCT=38.2
ROOT_BUFFER='sky130_fd_sc_hd__clkbuf_8'
GRT_PASS1_WL_MM=7.76
FINAL.HOLD.WORST_SLACK_NS=0.481
DETAIL_ROUTE.VIAS_PER_CELL=4.23
VIAS_IN_THE_FIRST_GLOBAL_ROUTE=1512
PORT_BUFFERS=29
DRCVIOLATIONCOUNT=0
SETUP_VIOL_COUNT_FINAL=0
CTS.SINKS=38
DRIVE_GT1_SHARE_PCT=11.8
POSTSYNTHREGISTERBITS=38
DIEHEIGHT_UM=120
POWER.DENSITY_CELL_AREA_nW_PER_UM2=193
CTS_MADE_BUFFERS=5
FINAL.PERIOD_UTILIZATION_PCT=54.8
DPL.CELL_COUNT=354
ROUTED-VIA-COUNT=1531
LAYOUT_SETUP_WS_NS=3.03
CRIT_END_CATEGORY='register'
CTSRESIZECOUNT=0
GRT_ANTENNA_BEFORE_REPAIR=0
DRV_SLEW=0
YOSYS-STAT-CELLS=191
R2R-END='randomTime[12]'
PEAK_IR_DROP_ON_THE_VDD_NETWORK_mV=0.108
==> cell families after synthesis <==
logic type                 synth area share (%)
AOI/OAI and AO/OA                          7.50
xor gates and xnor gates                   9.55
adders and majority gates                  4.34
buffers and inverters                      1.67
DFF                                        44.1
muxes                                      9.92
and+or+nand+nor                            22.9
==> cells in the mapped netlist <==
cell type | number | share of area [%]
sky130_fd_sc_hd__dfxtp_1 | 25 | 25
sky130_fd_sc_hd__nor2_1 | 16 | 3.0
sky130_fd_sc_hd__nand2_1 | 14 | 2.6
sky130_fd_sc_hd__edfxtp_1 | 13 | 19
sky130_fd_sc_hd__xnor2_1 | 13 | 5.6
sky130_fd_sc_hd__xor2_1 | 9 | 3.9
sky130_fd_sc_hd__ha_1 | 7 | 4.3
sky130_fd_sc_hd__mux2_4 | 7 | 5.2
sky130_fd_sc_hd__and3_1 | 6 | 1.9
sky130_fd_sc_hd__inv_1 | 6 | 1.1
sky130_fd_sc_hd__nand3_1 | 6 | 1.5
sky130_fd_sc_hd__nor3_1 | 6 | 1.5
sky130_fd_sc_hd__nor4_1 | 6 | 1.9
sky130_fd_sc_hd__mux2i_1 | 5 | 2.5
sky130_fd_sc_hd__o21ai_0 | 5 | 1.2
sky130_fd_sc_hd__a21oi_1 | 4 | 0.99
sky130_fd_sc_hd__a31oi_1 | 4 | 1.2
sky130_fd_sc_hd__mux2_2 | 4 | 2.2
sky130_fd_sc_hd__a211oi_1 | 3 | 1.1
sky130_fd_sc_hd__nand4_1 | 3 | 0.93
sky130_fd_sc_hd__nor4b_1 | 3 | 1.3
sky130_fd_sc_hd__or4_1 | 3 | 1.1
sky130_fd_sc_hd__and2_1 | 2 | 0.62
sky130_fd_sc_hd__and4_1 | 2 | 0.87
sky130_fd_sc_hd__nor3b_1 | 2 | 0.74
sky130_fd_sc_hd__o31ai_1 | 2 | 0.74
sky130_fd_sc_hd__or3_1 | 2 | 0.62
sky130_fd_sc_hd__or4b_2 | 2 | 0.99
sky130_fd_sc_hd__a211o_1 | 1 | 0.43
sky130_fd_sc_hd__a311oi_4 | 1 | 1.3
sky130_fd_sc_hd__buf_6 | 1 | 0.56
sky130_fd_sc_hd__nand3b_1 | 1 | 0.37
sky130_fd_sc_hd__nand4b_1 | 1 | 0.43
sky130_fd_sc_hd__nor4bb_1 | 1 | 0.50
sky130_fd_sc_hd__o2111ai_1 | 1 | 0.43
sky130_fd_sc_hd__or2_2 | 1 | 0.31
sky130_fd_sc_hd__or3b_4 | 1 | 0.56
sky130_fd_sc_hd__or4b_4 | 1 | 0.68
sky130_fd_sc_hd__or4bb_1 | 1 | 0.56
==> power by group <==
group	switching (mW)	leakage (nW)	internal (mW)
logic	0.0227	0.556	0.0406
registers	0.0218	0.330	0.251
clock network	0.0792	0.0472	0.0827
==> metal layers <==
metal  up-vias  wire length [um]  GRT usage [%]  part of all wire, %
met2        34              2110           10.4                   47
met5         -                 0              0                    0
met1       707              2110           8.78                   47
met4         0                47          0.603                  1.0
li1        784                 -              -                    -
met3         6               252           1.90                  5.6
==> worst max path at each step <==
| stage | cells after the start | from | endpoint |
|---|---|---|---|
| after CTS | 6 | fState[0] | randomTime[2] |
| after global routing | 6 | fState[0] | randomTime[2] |
| final | 6 | fState[0] | randomTime[12] |
==> worst max-delay path, stage by stage <==
cell and delay [ns]:
sky130_fd_sc_hd__clkdlybuf4s50_1 0.52, sky130_fd_sc_hd__or3b_4 0.42, sky130_fd_sc_hd__or4b_4 0.51, sky130_fd_sc_hd__a311oi_4 0.20
sky130_fd_sc_hd__buf_4 0.29, sky130_fd_sc_hd__or2_2 0.35
==> cell type report <==
class                   count  area, um2  area share (%)
well taps                 133        166            6.47
flip-flops and latches     38        891            34.6
clock buffers               6       82.6            3.21
repair buffers             31        305            11.9
multi-input cells         146       1090            42.5
inverters                   6       22.5           0.875
clock inverters             2       12.5           0.486
==> state kept, by name, indices dropped and copies added, names as in the netlist <==
register,cells
counter,13
counter_321,12
randomTime,13
No activity file was given, so power comes from the tool's default toggle rates.
