===== flow/config.mk =====
export PLATFORM = sky130hd
export DESIGN_NAME = FSM
export DESIGN_NICKNAME = FSM
export VERILOG_FILES = /design/flow/design.v
export SDC_FILE = /design/flow/constraint.sdc
export NUM_CORES = 4
export LEC_CHECK = 1
export CORE_UTILIZATION = 40

===== flow/constraint.sdc =====
current_design FSM

set clk_period 6.2
set clk_io_pct 0.2

create_clock -name clk0 -period $clk_period [get_ports {clk}]

set non_clock_inputs [all_inputs -no_clocks]
set_input_delay [expr $clk_period * $clk_io_pct] -clock clk0 $non_clock_inputs
set_output_delay [expr $clk_period * $clk_io_pct] -clock clk0 [all_outputs]

===== flow/design.v =====
`timescale 1ns / 1ps
module FSM(
    input clk,
    input reset,
    input pushButton1,
    input pushButton2, 
    input pushButton3,
    input [12:0]randomTime,
    output reg[4:0]counter_1,
    output reg[4:0]counter_2,
    output reg[4:0]counter_3,
    output reg[4:0]counter_4,
    output reg[4:0]counter_5 = 5'd9,
    output reg[4:0]counter_6 = 5'd9,
    output reg[4:0]counter_7 = 5'd9,
    output reg[4:0]counter_8 = 5'd19,
    output wire [15:0] led,
    output wire [2:0] fState
    );
    parameter idle = 3'b000;
    parameter preparation = 3'b001;
    parameter test = 3'b011;
    parameter result = 3'b010;
    parameter fail = 3'b100;
    parameter best = 3'b101;
    parameter null = 3'b110;
    reg [15:0] lighter;
    reg [13:0] counter_10;
    reg [11:0] counter_3s;
    reg [9:0] counter_light = 10'd1000;
    assign led = lighter;
    reg [2:0] state = idle, nextState;
    always @ (posedge clk) begin  
        if (reset) begin 
            state <= idle;
        end else begin
            state <= nextState;
        end            
    end
	always @(*) begin  
        case(state)
            idle : begin  
                if (pushButton1 == 1) begin
                    nextState = preparation;                    
                end 
                else if (pushButton3 == 1) begin
                    nextState = best;
                end
                else begin
                    nextState = idle;
                end
            end
            preparation : begin  
                if (randomTime == 13'd0) begin  
                    nextState = test;
                end else if (pushButton2 == 1) begin  
                    nextState = fail;
                end else begin
                    nextState = preparation;
                end
            end
            test : begin  
                if (pushButton2 == 1) begin
                    nextState = result;
                end else if (counter_4 > 5'd20) begin  
                    nextState = fail;
                end else begin
                    nextState = test;               
                end
            end
            fail : begin  
                if (reset) begin
                    nextState = idle;
                end else if (counter_3s == 12'b0) begin  
                    nextState = idle;
                end else begin
                    nextState = fail;
                end
            end
            result : begin  
                if (reset) begin
                    nextState = idle;
                end else if (pushButton3 == 1) begin  
                    nextState = best;
                end else if(counter_10 == 0)begin  
                    nextState = idle;
                end else begin
                    nextState = result;
                end
            end
            best : begin  
                if (reset) begin
                    nextState = idle;
                end if (counter_5 == 5'd9 & counter_6 == 5'd9 & counter_7 == 5'd9 & counter_8 == 5'd19) begin
                    nextState = null;  
                end else if (counter_3s == 12'b0) begin
                    nextState = idle;  
                end
                else begin
                    nextState = best;
                end
            end
            null : begin   
                if (reset) begin
                    nextState = idle;
                end else if (counter_3s == 12'b0) begin
                    nextState = idle;  
                end else begin
                    nextState = null;
                end
            end
        endcase
    end
    always @(posedge clk) begin
        counter_light <= counter_light - 1'b1;  
        if (counter_light == 10'b0) begin  
            counter_light <= 10'd1000;
        end
        if (state == idle) begin  
            counter_3s <= 12'd3000;
            if (counter_light <= 10'd1000 & counter_light > 10'd875) begin
                lighter <= 16'b0000_0001_1000_0000;
            end else if (counter_light <= 10'd875 & counter_light > 10'd750) begin
                lighter <= 16'b0000_0011_1100_0000;
            end else if (counter_light <= 10'd750 & counter_light > 10'd625) begin
                lighter <= 16'b0000_0111_1110_0000;
            end else if (counter_light <= 10'd625 & counter_light > 10'd500) begin
                lighter <= 16'b0000_1111_1111_0000;
            end else if (counter_light <= 10'd500 & counter_light > 10'd375) begin
                lighter <= 16'b0001_1111_1111_1000;
            end else if (counter_light <= 10'd375 & counter_light > 10'd250) begin
                lighter <= 16'b0011_1111_1111_1100;
            end else if (counter_light <= 10'd250 & counter_light > 10'd125) begin
                lighter <= 16'b0111_1111_1111_1110;
            end else if (counter_light <= 10'd125 & counter_light > 10'd0) begin
                lighter <= 16'b1111_1111_1111_1111;
            end
            counter_1 <= 5'd0;
            counter_2 <= 5'd0;
            counter_3 <= 5'd0;
            counter_4 <= 5'd0;
        end 
        else if (state == preparation) begin  
                counter_light <= 10'd1000;
                counter_3s <= 12'd3000;
                lighter <= 16'b0;
                counter_1 <= 5'd0;
                counter_2 <= 5'd0;
                counter_3 <= 5'd0;
                counter_4 <= 5'd11;
        end
        else if (state == test) begin  
            lighter <= 16'b1111_1111_1111_1111;
            counter_10 <= 14'd10000;
            counter_light <= 10'd1000;
            counter_1 <= counter_1 + 1'b1;
            if (counter_1 >= 5'd10) begin
                counter_1 <= 5'd0;
                counter_2 <= counter_2 + 1'b1;
                if (counter_2 >= 5'd9) begin
                    counter_2 <= 5'd0;
                    counter_3 <= counter_3 + 1'b1;
                    if (counter_3 >= 5'd9) begin
                        counter_3 <= 5'd0;
                        counter_4 <= counter_4 + 1'b1;
                    end
                end 
            end
        end
        else if (state == fail) begin  
            lighter <= 16'b0;
            counter_light <= 10'd1000;
            if (counter_3s > 12'b0) begin
                counter_3s <= counter_3s - 1'b1;
            end
        end
        else if (state == result) begin 
            lighter <= 16'b0;
            counter_light <= 10'd1000;
            counter_3s <= 12'd3000;
            if (counter_10 > 14'd0) begin
                counter_10 <= counter_10 - 1'b1;
            end
            if (counter_4 < counter_8) begin  
                counter_8 <= counter_4;       
                counter_7 <= counter_3;
                counter_6 <= counter_2;
                counter_5 <= counter_1;
            end else if (counter_4 == counter_8) begin
                counter_8 <= counter_4;
                if (counter_3 < counter_7) begin
                    counter_7 <= counter_3;
                    counter_6 <= counter_2;
                    counter_5 <= counter_1;
                end else if (counter_3 == counter_7) begin
                    counter_7 <= counter_3;
                    if (counter_2 < counter_6) begin
                        counter_6 <= counter_2;
                        counter_5 <= counter_1;
                    end else if (counter_2 == counter_6) begin
                        counter_6 <= counter_2;
                        if (counter_1 <= counter_5) begin
                            counter_5 <= counter_1;
                        end
                    end
                end
            end
        end
        else if (state == best) begin  
            counter_light <= 10'd1000;
            if (counter_3s > 12'b0) begin
                counter_3s <= counter_3s - 1'b1;
            end
            lighter <= 16'b0;
        end
        else if (state == null) begin  
            counter_light <= 10'd1000;
            if (counter_3s > 12'b0) begin
                counter_3s <= counter_3s - 1'b1;
            end
            lighter <= 16'b0;  
            counter_5 = 5'd24;
            counter_6 = 5'd24;
            counter_7 = 5'd26;
            counter_8 = 5'd25;
        end
    end                           
    assign fState = state;
endmodule

===== flow/run.sh =====
#!/bin/bash
# OpenROAD 26Q1-2900-gdf79404cd8, Yosys 0.63+post, stock flow scripts
make -C /OpenROAD-flow-scripts/flow DESIGN_CONFIG=/design/flow/config.mk WORK_HOME=/design/flow/orfs finish

==> results_tabular.tex <==
% Auto-generated results table
\begin{tabular}{lr}
\hline
Metric & Value \\
\hline
\multicolumn{2}{l}{\textbf{Run status}} \\
Status & complete, no violations \\
\multicolumn{2}{l}{\textbf{Clocking}} \\
Clock latency on the worst-skew pair & $\sim$0.33 ns \\
Buffer depth of the longest clock path & 2 \\
Number of post-CTS setup repair buffers & 0 \\
Master cell of the clock root buffer & clkbuf\_16 \\
Number of clock buffers inserted by TritonCTS & 9 \\
Reg clk slew, reported paths & 0.06 ns \\
Gates resized, CTS repair & 0 \\
Clock tree from TritonCTS & yes \\
CTS H-Tree Depth & 3 \\
Total of hold buffers inserted after clock tree synthesis & 0 \\
\multicolumn{2}{l}{\textbf{Global routing}} \\
Number of global-route vias before repair & 3875 \\
Wire length of the first global-routing pass & 19.1 mm \\
Total global routing overflow & 0 \\
Maximum number of pins on one net before global-route repair & 29 \\
Overall routing resource usage & 18.9\% \\
Antenna violations before repair & 0 \\
\multicolumn{2}{l}{\textbf{Worst setup path}} \\
WP buf/inv & 1 \\
Critical Setup Path Class & flip-flop to flip-flop \\
CP Data Arrival Time & about 3.2 ns \\
Sort of element at the start of the critical path & flip-flop \\
Worst endpoint required time & 6.42 ns \\
Crit-path max FO & 21 \\
Cells along the critical path & nand3b\_1 > a21oi\_1 > and2\_1 > inv\_1 > o221a\_2 \\
Cell family with the largest share of critical-path delay & AND-OR/OR-AND gates \\
Endpoint class of the critical path & flip-flop \\
Slowest cell on crit path & a21oi\_1 \\
Slowest Stage Delay on Critical Path & roughly 0.8 ns \\
\multicolumn{2}{l}{\textbf{Logic synthesis}} \\
Async S/R FF share, synth & 0\% \\
Largest logic family & simple AND/OR/NAND/NOR gates \\
Cell area after technology mapping & roughly 5000 um2 \\
Commonest flop & dfxtp\_1 \\
Complex-gate fraction of the synthesized area & a little over an eighth \\
Yosys Instances & between 500 and 600 \\
Synthesized netlist cell count & 552 \\
Area of the synthesized netlist per yosys stat & 5030 um2 \\
Top post-synthesis cells by area & edfxtp\_1, dfxtp\_1, ha\_1 \\
Number of distinct library cell variants in the gate-level netlist after synthesis & 65 \\
Simple-gate area share of the yosys netlist & 23.0\% \\
Mux cell area share & less than 1\% \\
Area share of fa/ha/maj cells after synthesis & 8.21\% \\
Synth warnings & 1 \\
Syn Area/Cell & roughly 9 um2 \\
Yosys top cell area share & 25.1\% \\
Xor/xnor share & 5.23\% \\
Dominant cell type by area after synthesis & edfxtp\_1 \\
Number of register bits inferred by synthesis & 90 \\
Flip-flops with a built-in enable & 42 \\
\multicolumn{2}{l}{\textbf{Drt}} \\
Iteration-0 DRC Markers & 219 \\
Number of design rule violations left after detail routing & 0 \\
Total detailed-routing wirelength & 11.3 mm \\
1st-pass router iterations & 4 \\
Number of inserted diodes & 0 \\
Count of antenna-violating nets left after detailed routing & 0 \\
Via count & 4137 \\
Post-DR wirelength/cell & around 14 um \\
Detail-routed via count per cell & between 5 and 6 \\
\multicolumn{2}{l}{\textbf{Worst hold path}} \\
Hold crit path type & flip-flop to flip-flop \\
\multicolumn{2}{l}{\textbf{Power and ir drop}} \\
Part of the total power dissipated in combinational logic & 9.6\% \\
Sequential group share of total power & a little over half \\
Net switching power & 0.000266 W \\
Power density cells & 201 nW/um2 \\
LEAKAGE & 2.29 nW \\
Sw Ratio & 21.5\% \\
Design Power & approximately 0.0012 W \\
Maximum resistive drop on vdd & $\sim$0.11 mV \\
Part of the total power dissipated in the clock network & 38.1\% \\
Internal Power & 0.000969 W \\
\multicolumn{2}{l}{\textbf{Final timing}} \\
Final hold violation count & 0 \\
Number of unconstrained endpoints & 3 \\
Endpoints failing setup & 0 \\
Clock period minus final worst setup slack & a little under 3 ns \\
Transition time at the pin with the least slew margin & 0.872 ns \\
RSZ-0062 raised after global routing & false \\
Fin Clk Skew & between 0.009 and 0.01 ns \\
Number of register pins that no clock reaches & 3 \\
Max transition margin & 41.1\% \\
Max Transition Viols Final & 0 \\
Fin crit share & 47.4\% \\
Setup TNS Final & 0 ns \\
Fmax achieved & 340 MHz \\
\multicolumn{2}{l}{\textbf{Floorplan}} \\
Horizontal die dimension & 114 um \\
Number of standard-cell rows in the floorplan & 40 \\
Boundary Pins & 77 \\
Area of the core & 12100 um2 \\
Core utilization at floorplan & about two fifths \\
Die outline area & 13000 um2 \\
Vertical die size & 114 um \\
\multicolumn{2}{l}{\textbf{Finish}} \\
Final core utilization & 50.7\% \\
Layout overhead on the synthesized area & 22.1\% \\
Fraction of layout cells with a size suffix above 1 & 3.88\% \\
Number of fillers in the final layout & between 1000 and 1500 \\
\multicolumn{2}{l}{\textbf{Job}} \\
Max Cap Viol & 0 \\
OpenROAD warnings & 31 \\
\multicolumn{2}{l}{\textbf{Placed design}} \\
Quantity of I/O buffers inserted on ports & about 76 \\
Half-perimeter wire length of the detailed placement result & roughly 8.3 mm \\
Gp weighted congestion & 0.850 \\
\hline
\end{tabular}
## flip-flops by register name (all words and copies together), names as in the netlist
signal and count:
counter_1 5, nextState 3, counter_7 5, counter_light 10
counter_3 5, counter_6 5, counter_4 5, lighter 8
counter_5 5, state 3, counter_2 5, counter_10 14
counter_3s 12, counter_8 5
## area by class of cell
type                       count  area [um2]  area share [%]
sequential                    90        2210            36.0
timing repair buffer          80         791            12.9
clock inverter                 2        10.0           0.163
multi-input combinational    389        2510            41.0
inverter                      43         161            2.63
clock buffer                  14         244            3.97
tap                          168         210            3.42
## worst reg2reg max path: stages (launching register included)
cell and delay, ns:
dfxtp_1 0.71, nand3b_1 0.59, a21oi_1 0.81, and2_1 0.39
inv_1 0.07, o221a_2 0.27
## per-layer routing
metal,track usage (%),share of wire (%),up-vias
li1,-,-,2103
met1,31.3,48,1917
met2,28.5,45,107
met3,2.91,6.1,10
met4,2.08,1.1,0
met5,0,0,-
## cells in the mapped netlist (all sizes together), types with 5 or more instances
cell type  instances
a21oi             21
and2               7
and3               5
buf                9
clkbuf            21
dfxtp             45
edfxtp            42
ha                33
inv               43
nand2             48
nand2b             5
nand3             22
nand4             14
nor2              56
nor2b              9
nor3              22
nor4              11
o21ai             23
o31ai              8
o41ai              5
or3                8
xnor2             13
xor2              17
## final timing paths
| kind | startpoint | end | cells after the start | slack (ns) |
|---|---|---|---|---|
| worst max register to register | state[1]$_SDFF_PP0_ | counter_4[1]$_SDFFE_PP0P_ | 5 | 3.26 |
| worst min-delay path | counter_light[0]$_DFF_P_ | counter_light[0]$_DFF_P_ | 1 | 0.50 |
| worst min register to register | counter_light[0]$_DFF_P_ | counter_light[0]$_DFF_P_ | 1 | 0.50 |
| worst max-delay path | state[1]$_SDFF_PP0_ | counter_4[1]$_SDFFE_PP0P_ | 5 | 3.26 |
## stage by stage
step | hold WS (ns) | setup WS, ns | instance area (um2) | instances
after floorplan | 0.453 | 3.90 | 5030 | 552
after detailed placement | 0.484 | 3.31 | 5880 | 770
after global placement | 0.476 | 3.41 | 5880 | 770
after CTS | 0.497 | 3.27 | 6140 | 786
after global routing | 0.527 | 2.95 | 6140 | 786
final | 0.497 | 3.26 | 6140 | 786
## kinds of logic (layout without fill, tap and decap cells)
family                     Yosys count  count (layout)
DFF                                 87              87
xor gates and xnor gates            30              30
muxes                                1               1
and+or+nand+nor                    226             226
adders and majority gates           33              33
buffers and inverters               73             139
latches                              3               3
AOI/OAI and AO/OA                   99              99
## placed cells by master (no fill, tap or decap), types with 21 or more instances in the layout
master	instances
o21ai_0	23
ha_1	33
nand3_1	22
edfxtp_1	42
inv_1	43
nand2_1	48
dfxtp_1	45
nor2_1	56
clkdlybuf4s50_1	76
nor3_1	22
a21oi_1	21
## power by group through the flow
| stage | combinational, W | clock [W] | sequential [W] |
|---|---|---|---|
| CTS | 0.000120 | 0.000482 | 0.000646 |
| global route | 0.000133 | 0.000508 | 0.000649 |
| finish | 0.000119 | 0.000470 | 0.000646 |
Power and IR drop assume default switching activity.
