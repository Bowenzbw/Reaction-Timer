## design.v

```verilog
`timescale 1ns / 1ps
module ClockDivider#(parameter integer THRESHOLD = 50_000)  
    (input wire clk, enable, reset,
     output reg dividedClk
    );
    reg [31:0] counter;
    always@(posedge clk)begin
        if (reset == 1 || counter >= THRESHOLD-1) begin
            counter <= 32'd0;
        end else if (enable == 1 ) begin
            counter <= counter + 1;
        end else begin
            counter <= counter;
        end
    end
    always@(posedge clk)begin
        if (reset == 1) begin
            dividedClk <= 0;
        end else if (enable == 1 & counter >= THRESHOLD-1) begin
            dividedClk <= ~dividedClk;
        end
    end
endmodule
`timescale 1ns / 1ps
module debouncer #(
    parameter integer THRESHOLD = 5
)(
    input clk,
    input buttonIn,
    output buttonOut
);
    wire dividedClk, dividedClk_risingEdge;
    reg prevDividedClk;
    reg [7:0] shiftReg;
    ClockDivider #(
        .THRESHOLD(THRESHOLD)
    ) DEBOUNCE_CLOCK (
        .clk(clk),
        .reset(1'b0),
        .enable(1'b1),
        .dividedClk(dividedClk)
    );
    edgeDetector DEBOUNCE_CLOCK_EDGE (
        .clk(clk),
        .signalIn(dividedClk),
        .risingEdge(dividedClk_risingEdge),
        .fallingEdge(),
        .signalOut()
    );
    always @(posedge clk) begin
        shiftReg[0] <= buttonIn;
        if (dividedClk_risingEdge) begin
            shiftReg[7:1] <= shiftReg[6:0];
        end
    end
    assign buttonOut = &shiftReg[7:1];
endmodule
`timescale 1ns / 1ps
module edgeDetector (
	input wire clk,
	input wire signalIn,
	output wire signalOut,
	output reg risingEdge,
	output reg fallingEdge
);
	reg [1:0] pipeline;
	always @(*) begin
		pipeline[0] = signalIn;
	end
	always @(posedge clk) begin
		pipeline[1] <= pipeline[0];
	end
	always @(*) begin
		if (pipeline == 2'b01) begin
			risingEdge <= 1;
		end 
		else if (pipeline == 2'b10) begin
			fallingEdge <= 1;
		end 
		else begin
			risingEdge <= 0;
			fallingEdge <= 0;
		end
	end
	assign signalOut = pipeline[1];
endmodule
```

## run.sh

```bash
#!/bin/bash
# OpenROAD 26Q1-2900-gdf79404cd8, Yosys 0.63+post, stock flow scripts
make -C /OpenROAD-flow-scripts/flow DESIGN_CONFIG=/design/flow/config.mk WORK_HOME=/design/flow/orfs finish
```

## config.mk

```make
export PLATFORM = sky130hd
export DESIGN_NAME = debouncer
export DESIGN_NICKNAME = debouncer
export VERILOG_FILES = /design/flow/design.v
export SDC_FILE = /design/flow/constraint.sdc
export NUM_CORES = 4
export LEC_CHECK = 1
export CORE_AREA = 10 10 114 114
export DIE_AREA = 0 0 124 124
```

## constraint.sdc

```tcl
current_design debouncer

set clk_period 2.4
set clk_io_pct 0.2

create_clock -name clk0 -period $clk_period [get_ports {clk}]

set non_clock_inputs [all_inputs -no_clocks]
set_input_delay [expr $clk_period * $clk_io_pct] -clock clk0 $non_clock_inputs
set_output_delay [expr $clk_period * $clk_io_pct] -clock clk0 [all_outputs]
```

==> results.txt <==
yosys + openroad results -> switching share of power=0.1914, number of max-cap violations=0, Critical Path AT=1330 ps, FP Util=0.1071, Root Driver=clkbuf_8, Slew Limit Fails=0, post-CTS setup repair buffer count=0, Insertion Delay late pin=290 ps, Top Ports=3, GP Congestion=0.7116, DR pass1 iterations=3, post-placement cell count=238, Num CTS Buffers=5, min cycle time layout=1811 ps, mapped cell area=1116 um2, Registers, synthesis=43, antenna-violating nets left=0, total power=1.164 mW, hold buffers post-CTS=0, f_max=552.1 MHz, Hold Crit Class=flop to flop, Leak=0.5559 nW, Via Count=534, CP Launch Type=flop, setup violators final=0, CTS tree=built, sequential group share of total power=0.646, Worst VDD drop=0.2453 mV, Post-Layout Cell Count=246, I/O Buffers=2, ANT cells=0, hpwl dp=882.2 um, Hold Vio Cnt, Final=0, H-Tree Depth=2, final setup margin=588.9 ps, area reported by Yosys stat=1116 um2, post-route cell area=1491 um2, share of cells above drive strength 1=0.06364, top layer in use=met4, GRT overflow=0, DRC marker count from the first detailed-route iteration=16, post-place setup slack=876.0 ps, ys cells=72, CP Class=flop to primary output, synthesis warning total=3, WL met2=501 um, final wirelength=1.238 mm, cts repair resizes=0, drt wl/cell=5.033 um, Int Power=0.9414 mW, vias in the first global route=507, P_sw=0.2229 mW, count of unclocked register or latch pins=1, instance area at placement=1411 um2, hold depth=0, Reg2Reg Setup Slack=910 ps, Final Skew=8.214 ps, setup TNS=0 ps, DR WL met3=100 um, CP Max Fanout=2, die extent in x=124 um, status=finished clean, DR DRC count=0, Cell Type Count=16, global-route wire length before repair=2.090 mm, Clk pin slew, worst setup/hold paths=70 ps, tool warnings=27, Synth Area per Inst=15.50 um2, Setup crit end kind=primary output, Die Span Y=124 um, initial antenna violation count=0, Pwr Density=780.6 nW/um2, M1 WL=588 um, Max clock buf depth=2, RSZ-0062 raised after global routing=false, Synth Instances=72, WP data required=1920 ps, Global Route Usage Sum=0.01679, Gate power share=0.009, count of endpoints without a timing constraint=8, cycle use final=0.7546, vias per cell=2.171, Clk pwr share=0.345, largest net degree at the start of global routing=13, core area=10420 um2, r2r worst-path depth=3, Rows=37, Layout area overhead=33.63%, chip area=15380 um2
==> kinds of logic after synthesis <==
logic type	Yosys count	share of synthesized area
xor+xnor	1	0.007849
latches	1	0.01345
other cells	1	0.003360
buf+inv	3	0.01009
flops	42	0.8251
simple gates	22	0.1177
fa+ha+maj	2	0.02242
==> worst paths after layout <==
| check | from | endpoint |
|---|---|---|
| max | shiftReg[5]$_DFFE_PP_ | buttonOut |
| min | DEBOUNCE_CLOCK.dividedClk$_DFFE_PP_ | DEBOUNCE_CLOCK_EDGE.pipeline[1]$_DFF_P_ |
| max reg2reg | DEBOUNCE_CLOCK.counter[16]$_SDFF_PP0_ | DEBOUNCE_CLOCK.dividedClk$_DFFE_PP_ |
| min reg2reg | DEBOUNCE_CLOCK.dividedClk$_DFFE_PP_ | DEBOUNCE_CLOCK_EDGE.pipeline[1]$_DFF_P_ |
==> synth_stat cells (all sizes together) <==
| cell type | count | share of area |
|---|---|---|
| dfxtp | 34 | 0.61 |
| edfxtp | 8 | 0.22 |
| nor4 | 8 | 0.056 |
| inv | 3 | 0.010 |
| nand3 | 3 | 0.013 |
| nor2 | 3 | 0.010 |
| ha | 2 | 0.022 |
| nand2 | 2 | 0.0067 |
| nand4 | 2 | 0.011 |
| nor3 | 2 | 0.0090 |
| conb | 1 | 0.0034 |
| dlxtn | 1 | 0.013 |
| nor2b | 1 | 0.0056 |
| or3 | 1 | 0.0056 |
| xor2 | 1 | 0.0078 |
==> state kept, by name, summed over array words and instances, names as in the netlist <==
| name | count |
|---|---|
| DEBOUNCE_CLOCK.counter | 32 |
| shiftReg | 8 |
| DEBOUNCE_CLOCK.dividedClk | 1 |
| DEBOUNCE_CLOCK_EDGE.pipeline | 1 |
| DEBOUNCE_CLOCK_EDGE.risingEdge | 1 |
==> critical path, cell delays in order, from the launching register on <==
cell and delay, ps:
edfxtp_1 360, nand4_1 100, nor2_1 110, clkdlybuf4s50_1 470
==> placed cells by master, fill, tap and decap left out <==
master,n
ha_1,2
nor4_2,2
nor2b_1,1
conb_1,29
dfxtp_1,34
nand2_1,2
xor2_1,1
clkdlybuf4s50_1,2
dlxtn_1,1
nand3_1,3
nand4_1,2
nor3_1,2
nor4_1,6
nor2_1,3
clkinv_1,3
clkbuf_8,5
inv_1,3
edfxtp_1,8
or3_1,1
==> cell type report <==
type	count	area, um2
Fill cell	1138	8925
Sequential cell	43	935.9
Multi-Input combinational cell	54	274.0
Tap cell	136	170.2
Clock buffer	5	68.82
Timing Repair Buffer	2	20.02
Clock inverter	3	11.26
Inverter	3	11.26
==> through the flow <==
step / utilization / hold WS, ps
6_report: 0.1432 / 401.4
5_1_grt: 0.1432 / 422.2
4_1_cts: 0.1432 / 403.9
3_5_place_dp: 0.1355 / 384.6
3_3_place_gp: 0.1355 / 383.0
2_1_floorplan: - / 370.6
==> power by group through the flow <==
stage	combinational, mW	clock, mW	sequential [mW]
after CTS	0.0106	0.420	0.752
after global routing	0.0129	0.447	0.754
final	0.0101	0.402	0.752
==> layer usage <==
layer,vias to the layer above,global-route usage
li1,294,-
met1,224,0.01900
met2,11,0.02417
met3,5,0.01194
met4,0,0.006475
met5,-,0
Power figures rest on the tool's default switching activity, not on a simulated workload.
